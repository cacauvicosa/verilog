## config.mk

```make
export PLATFORM = sky130hd
export DESIGN_NAME = datacache
export DESIGN_NICKNAME = datacache
export VERILOG_FILES = /design/flow/design.v
export SDC_FILE = /design/flow/constraint.sdc
export NUM_CORES = 4
export LEC_CHECK = 1
export CORE_UTILIZATION = 40
```

## constraint.sdc

```tcl
current_design datacache

set clk_period 1.8
set clk_io_pct 0.2

create_clock -name clk0 -period $clk_period [get_ports {clk}]

set non_clock_inputs [all_inputs -no_clocks]
set_input_delay [expr $clk_period * $clk_io_pct] -clock clk0 $non_clock_inputs
set_output_delay [expr $clk_period * $clk_io_pct] -clock clk0 [all_outputs]
```

## design.v

```verilog
module datacache ( clk, line, blk, din, wr, dout );
input clk;
input [1:0] line;
input [2:0] blk; 
input [7:0] din;
input wr;
output [7:0] dout;
reg [7:0] memory[0:31];
reg [7:0] dout;
always @(posedge clk )
  begin
    if (wr)
      memory[{line,blk}] <= din; 
  end
always @ (*)
  begin 
  dout <= memory[{line,blk}];  
  end
endmodule
```

## run.sh

```bash
#!/bin/bash
# OpenROAD 26Q1-2900-gdf79404cd8, Yosys 0.63+post, stock flow scripts
make -C /OpenROAD-flow-scripts/flow DESIGN_CONFIG=/design/flow/config.mk WORK_HOME=/design/flow/orfs finish
```

==> deck_impl_summary.md <==
Implementation Results

Status
  • Status: complete, but fails checks
  • Failing checks: negative setup slack

Floorplan
  • Starting Density: 41.1%
  • Core area: 0.0245 mm²
  • I/O pins: 23
  • Die width: 160 µm
  • Standard-cell rows: roughly 57
  • Die area: 0.0258 mm²
  • Die height: 160 µm

Worst setup path
  • WP data arrival: 1.93 ns
  • CP required: 1.44 ns
  • Startpoint Class: input pin
  • WS Path Type: input pin to output port
  • CP endpoint kind: output port
  • Worst-path maximum fanout: 4

Finish
  • Layout area overhead: 34.2%
  • Final core occ: a little under three fifths
  • Biggest regs: memory: 256 flops
  • Top reg by flops: memory
  • Most numerous logic cells after layout: edfxtp_1, mux2i_1, buf_4
  • Max reg flops: between 200 and 300
  • Most numerous logic cell after layout: edfxtp_1
  • Share of cells above drive strength 1: 40.6%
  • Fill cells: 1800

Clock tree
  • CTS buffer count: 26
  • Clock-pin slew on the worst setup and hold paths: 0.06 ns
  • Clock root buffer: clkbuf_16
  • TritonCTS clock tree: done
  • Longest Clk Path Bufs: 3
  • CTS Sinks: 256
  • H-tree depth: 1
  • Hold_buf cts: 0

Global route
  • Remaining Overflow, GRT: 0
  • Initial antenna violation count: 0
  • Vias in the first global route: 6163
  • Global-route wire length before repair: 36500 µm
  • Largest net degree at the start of global routing: 33
  • Tot GR Track Use: 21.0%

Flow run
  • Max cap viols: 0
  • Tool warnings: 28

Min path
  • HP Class: input pin to flop

Synth
  • Yosys chip area: 0.0100 mm²
  • Netlist Area Pre-Place: 0.0100 mm²
  • Post-synthesis sequential area ratio: 76.5%
  • Syn avg cell area: 17.7 µm²
  • Cells in synth_stat.txt: 568
  • Warnings from Yosys: 1
  • Post-synthesis register bit count: 256
  • Netlist cell types: 23
  • Cells after synthesis: 568

Placement
  • Final Wtd Congestion: 0.872
  • Post-DP HPWL: 15000 µm
  • Dpl ws: -1.38 ns
  • Port bufs: 22

Power and ir drop
  • Max IR drop VDD: 0.680 mV
  • Pleak: 4.55 nW
  • PD cells: about 900 mW/mm²
  • Tot Pwr: 12.4 mW

Routing
  • WL final: 23800 µm
  • Via Count: between 5000 and 6000
  • Vias per cell: approximately 5.4
  • First DRT Iteration DRCs: a little over 300
  • # diodes: 0
  • DR pass1 iterations: 4
  • Antenna Nets Post-Route: 0
  • Routed len/inst: between 20 and 25 µm
  • Remaining routing DRC violations: 0

STA
  • Final hold violation count: 0
  • # setup viols final: 8
  • Post-layout period usage: 127%
  • Setup TNS: -3.49 ns
  • F_max: 436 MHz
  • Worst Slack Setup Final: -0.492 ns
  • Slew Viols, Final: 0
  • Tmin final: 2.29 ns
  • Relative slew slack: 73.5%
  • Hold_ws: 0.633 ns
  • Slew @ Worst Pin: approximately 0.40 ns
  • Unrepaired setup endpoints after global routing: yes
-- through the flow --
stage	std cells	cell area, µm²
final	1038	13500
after global routing	1038	13500
after CTS	1040	13300
after detailed placement	979	11800
after global placement	979	11800
after floorplan	568	10300
-- synthesized netlist by cell type, drive strengths merged --
master	n	area, µm²
nand4	1	6.26
or4b	4	40.0
or4bb	1	11.3
nand2	10	37.5
nand3b	4	30.0
or4	1	7.51
edfxtp	256	7690
clkbuf	9	35.0
or3b	3	26.3
buf	26	140
mux2i	128	1280
nor4	16	100
nor2	29	109
or3	1	6.26
o22ai	64	407
nand3	2	10.0
nand4b	4	35.0
nand4bb	5	56.3
nor3	4	20.0
-- area by class of cell --
type / instances / area, µm² / area share (%)
Clock inverter: 8 / 38.8 / 0.288
Sequential cell: 256 / 7690 / 57.0
Tap cell: 324 / 405 / 3.01
Clock buffer: 36 / 709 / 5.26
Multi-Input combinational cell: 277 / 3150 / 23.4
Timing Repair Buffer: 137 / 1490 / 11.0
-- critical path: stages --
cell	delay (ns)
buf_2	0.13
or4b_4	0.60
buf_4	0.17
buf_4	0.13
o22ai_4	0.19
nor4_4	0.06
buf_4	0.15
nand2_2	0.05
buf_2	0.09
-- power by group --
group	total (mW)	internal [mW]	switching (mW)	leakage (nW)
Clock	4.76	2.72	2.03	0.364
Combinational	0.973	0.453	0.521	1.88
Sequential	6.65	6.63	0.0208	2.31
-- kinds of logic (layout without fill, tap and decap cells) --
kind of cell	count (synthesis)	in the layout	share of synthesized area, %
AND/OR/NAND/NOR	85	85	4.93
buffers and inverters	35	181	1.74
AND-OR/OR-AND	64	64	4.05
flip-flops	256	256	76.5
multiplexers	128	128	12.8
-- worst paths after layout --
kind	startpoint	endpoint	slack [ns]	depth (start not counted)
max	line[0]	dout[3]	-0.49	9
min	blk[2]	memory[24][4]$_DFFE_PP_	0.63	5
-- layer usage --
metal  vias up  GRT usage [%]  routed length (µm)
met5         -              0                   0
met3        39           11.0                2460
li1       2567              -                   -
met4         0           6.41                 771
met2       248           31.5               11500
met1      2796           28.3                9030
-- repair_timing --
action / 4_1_cts / 5_1_grt
pin swaps: 37 / 17
gates resized: 167 / 30
gates cloned: 5 / 0
buffers inserted: 19 / 0
endpoints found under the setup margin: 88 / 8
Power figures rest on the tool's default switching activity, not on a simulated workload.
