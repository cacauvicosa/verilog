$ cat design.v
module decoder_using_assign (
binary_in   ,  
decoder_out ,  
enable         
);
input [3:0] binary_in  ;
input  enable ; 
output [15:0] decoder_out ; 
wire [15:0] decoder_out ; 
assign decoder_out = (enable) ? (1 << binary_in) : 16'b0 ;
endmodule
$ cat constraint.sdc
current_design decoder_using_assign

set clk_period 1.5
set clk_io_pct 0.2

create_clock -name clk0 -period $clk_period

set non_clock_inputs [all_inputs -no_clocks]
set_input_delay [expr $clk_period * $clk_io_pct] -clock clk0 $non_clock_inputs
set_output_delay [expr $clk_period * $clk_io_pct] -clock clk0 [all_outputs]
$ cat run.sh
#!/bin/bash
# OpenROAD 26Q1-2900-gdf79404cd8, Yosys 0.63+post, stock flow scripts
make -C /OpenROAD-flow-scripts/flow DESIGN_CONFIG=/design/flow/config.mk WORK_HOME=/design/flow/orfs finish
$ cat config.mk
export PLATFORM = sky130hd
export DESIGN_NAME = decoder_using_assign
export DESIGN_NICKNAME = decoder_using_assign
export VERILOG_FILES = /design/flow/design.v
export SDC_FILE = /design/flow/constraint.sdc
export NUM_CORES = 4
export LEC_CHECK = 1
export CORE_AREA = 10 10 70 70
export DIE_AREA = 0 0 80 80
==> reports/qor.yml <==
status: "completed"
cp-end-kind: "primary output"
period_used_share: 0.9587
antenna_found_initial: 0
maxCapViolCount: 0
finish.utilization: 0.1414
yosysWarnings: 0
swShare: 0.4405
fp.coreArea_mm2: 0.003416
preCtsSetupSlack_ns: -0.6131
max-vdd-ir-drop_mv: 0.03147
ys_types: 9
crit_path_max_fanout: 4
seq_cells: 0
viasPerCell: 2.901
fp.dieW_um: 80
ys_seq_frac: 0
fp_util: 0.03516
leakage_uw: 0.0002327
final_cell_mix: "dlygate4sd2_1, nor2_1, buf_4"
route.detailed.drc: 0
layout_top_cell: "dlygate4sd2_1"
grt_usage: 0.02955
ys_cells: 23
nClkBuffers: 0
finalHoldViolations: 0
drt_wl_total_um: 1015
setup_slack_ns: 0.06197
max_stage_delay_ns: 0.39
synth_cells: 23
combinationalPowerShare: 1.000
numPortBuffers: 21
powerDensity_mw_per_mm2: 158.3
num_antenna_cells: 0
syn_to_final_growth_pct: 302.1
grt_pass1_vias: 291
worst_slew_pin_slew_ns: 0.1683
p_clk_frac: 0
yosysChipArea_um2: 120.1
io_pins: 21
critPathRequiredTime_ns: 1.20
rsz0062_at_grt: "false"
intPower_uw: 42.77
final-max-slew-violation-count: 0
num_vias: 293
avgSynthCellArea_um2: 5.222
drt_iter0_markers: 5
fin_crit_ns: 1.438
switching_power_uw: 33.67
finalPower_uw: 76.45
std_cell_rows: 21
grt_start_max_net_pins: 5
overflow: 0
syn_area_um2: 120.1
crit_chain: "buf_4 -> or3b_4 -> buf_6 -> nor2_1 -> buf_2"
path_class: "in -> out"
maxSlewHeadroom: 0.8874
gp_congestion: 0.7087
seq_area_um2: 0
warnings: 32
hpwl_um: 823.7
drive_above_1_share: 0.6000
grt_pass1_wl_um: 1511
dpl_cell_area_um2: 410.4
arrival_ns: 1.14
cp_slowest_cell: "or3b_4"
ant_nets: 0
worstHoldPathType: "in -> out"
post_drt_wl_per_cell_um: 10.05
die_area_mm2: 0.006400
dr.pass1.iters: 2
p_seq_frac: 0
crit_path_start_kind: "input port"
finalSetupViolCount: 0
fmax_mhz: 695.4
fin_area_um2: 483.0
die_h_um: 80
-- logic make-up after synthesis --
| logic type | Yosys count | synth area share |
|---|---|---|
| AND/OR/NAND/NOR | 23 | 0.9999 |
-- stage by stage --
stage          setup TNS, ns  hold WS (ns)  instances
5_1_grt                    0         1.002        101
2_1_floorplan              0        0.6127         23
3_5_place_dp          -8.245         1.659         93
3_3_place_gp          -7.998         1.669         93
4_1_cts                    0        0.9775        101
6_report                   0        0.9793        101
-- area by class of cell --
class	count	area [um^2]
fillers	404	2933
repair buffers	32	255.2
well taps	46	57.56
multi-input cells	23	170.2
-- layer usage --
layer  up-vias  wire length [um]  global-route usage
met1       138               335             0.02966
met4         0                 0                   0
li1        144                 -                   -
met3         0               129            0.009091
met5         -                 0                   0
met2        11               550             0.06019
-- cells in the mapped netlist --
cell | count | area, um^2
nor2_1 | 11 | 41.29
nand3b_1 | 2 | 15.01
nand2_1 | 1 | 3.750
nor3_2 | 1 | 10.01
nand2b_1 | 2 | 12.51
nand3_1 | 1 | 5.000
nor3_1 | 3 | 15.01
nor2_2 | 1 | 6.260
or3b_4 | 1 | 11.26
-- final timing paths --
path | from | to | slack (ns) | depth (start not counted)
worst min-delay path | binary_in[0] | decoder_out[1] | 0.98 | 4
worst max-delay path | binary_in[2] | decoder_out[9] | 0.06 | 5
-- worst max-delay path: cells and delay by family --
kind          cells  cell delay, ns
buf+inv           3            0.37
simple gates      2            0.47
-- power by group through the flow --
stage / clock [uW] / sequential (uW) / combinational (uW)
after CTS: 0 / 0 / 73.4
final: 0 / 0 / 76.4
after global routing: 0 / 0 / 82.8
-- what timing repair did --
| item | CTS | global route |
|---|---|---|
| hold buffers | 0 | 0 |
| pin swaps | 13 | 2 |
| setup endpoints to repair | 16 | 8 |
| buffers inserted | 8 | 1 |
| resized | 59 | 7 |
Power and IR drop assume default switching activity.
